===== flow/run.sh =====
#!/bin/bash
# OpenROAD 26Q1-2900-gdf79404cd8, Yosys 0.63+post, stock flow scripts
make -C /OpenROAD-flow-scripts/flow DESIGN_CONFIG=/design/flow/config.mk WORK_HOME=/design/flow/orfs finish

===== flow/config.mk =====
export PLATFORM = sky130hd
export DESIGN_NAME = faulty_adder
export DESIGN_NICKNAME = faulty_adder
export VERILOG_FILES = /design/flow/design.v
export SDC_FILE = /design/flow/constraint.sdc
export NUM_CORES = 4
export LEC_CHECK = 1
export CORE_UTILIZATION = 40

===== flow/constraint.sdc =====
current_design faulty_adder

set clk_period 15.6
set clk_io_pct 0.2

create_clock -name clk0 -period $clk_period [get_ports {clk}]

set non_clock_inputs [all_inputs -no_clocks]
set_input_delay [expr $clk_period * $clk_io_pct] -clock clk0 $non_clock_inputs
set_output_delay [expr $clk_period * $clk_io_pct] -clock clk0 [all_outputs]

===== flow/design.v =====
module faulty_adder(
	input logic[31:0] a,
	input logic[31:0] b,
	output logic[31:0] s,
	input logic reset,
	input logic clk
);
	logic[31:0] internal_counter;
	always_ff @ (posedge clk) begin
		if (reset)
			internal_counter <= 32'h0000_0000;
		else
			internal_counter <= internal_counter + 1;
	end
	always_comb begin
		s = a + b;
		if (internal_counter == 32'h100) begin
			s = 32'hDEAD_BEEF;
		end
	end
endmodule : faulty_adder

==> run notes <==
run results: status finished clean, count of cell types in the netlist 55, post-route clock skew a little under 0.007 ns, clock transition at the register clock pins on the worst setup and hold paths after CTS 0.06 ns, Reg with most FFs internal_counter, Antenna Violating Nets Remaining 0, global routing met1 resource utilization 0.325, Critical Path Fanout Max 5, clock period minus final worst setup slack 9.19 ns, remaining routing DRC violations 0, buffer levels on the longest clock path 2, post-CTS setup buffer count 0, start point of the critical path a[2], Max transition margin 0.668, half-perimeter wire length after detailed placement ~7400 µm, clock root cell sky130_fd_sc_hd__clkbuf_8, GR Layer Usage met2 0.350, worst stage delay on the critical path about 0.44 ns, fraction of the core area covered by cells at the end of the flow 0.554, dominant cell by count in the synthesized netlist sky130_fd_sc_hd__nor2_1, part of the cycle the worst path needs 0.589, number of input and output port buffers inserted 97, width of the die 94.3 µm, count of final max-slew check failures 0, floorplan die height 94.3 µm, Area Growth Syn to Fin 33.6%, maximum number of pins on one net before global-route repair 33, top cell types by occurrence after synthesis 56 x sky130_fd_sc_hd__nor2_1, 46 x sky130_fd_sc_hd__nand2_1, 36 x sky130_fd_sc_hd__a21oi_1, 33 x sky130_fd_sc_hd__ha_1, 32 x sky130_fd_sc_hd__dfxtp_1, filler cell count ~800, count of final setup violators 0, Sinks on Clock Net 32, RSZ-0062 raised after global routing no, area fraction of the dominant cell type after synthesis 0.188, number of top-level pins 98, fraction of final layout cells sized beyond drive strength 1 0.0413, Synth Seq Share 0.188, share of async-settable or async-resettable flops after synthesis 0, core outline area 8220 µm², max_cap viols 0, number of standard cells reported by yosys 467, Startpoint Class input port, number of cells after detailed placement 654, required time at the endpoint of the critical path around 12 ns, Post-DP Area 4450 µm², cell area after layout 4550 µm², Static Leakage 1.84 nW, hold buffers post-CTS 0, critical path type in2out, clock tree from TritonCTS yes, routed via count approximately 3600, non-filler cells, final 662, number of vias per cell after detailed routing 5.40, effective utilization at floorplan 0.414, netlist area before placement 3400 µm², total cell area reported by yosys after synthesis 3400 µm², Crit path max-delay family AND-OR/OR-AND gates, H-tree depth 2, end of the critical path s[27], RR Startpoint internal_counter[0], total congestion overflow 0, average instance area after synthesis 7.29 µm², number of flops mapped to enable cells by yosys 0, met3 Use GR 0.0288, final hold vios 0, highest-delay cell along the critical path sky130_fd_sc_hd__o31ai_2, RD Place Congestion between 0.9 and 1, critical path depth in cells 10, sum of routed wire length over all layers 9350 µm, number of buffers created by CTS 5, number of warnings reported in the yosys synthesis log 1, Total Routing Usage GR 0.216, vias in the first global route around 3200, cell type with the largest total area sky130_fd_sc_hd__dfxtp_1, element type at the critical path end primary output, post-DR wirelength/cell 14.1 µm, n_diodes 0, CP cell instances clkdlybuf4s50_1, ha_1, o21ai_0, nor2_2, o211ai_2, o31ai_2, a21boi_1, o31ai_1, mux2_1, clkdlybuf4s50_1, crit path DAT 6.07 ns, Largest register FFs 32, number of gates resized after CTS 0, worst-case vdd ir drop 0.0574 mV, number of search-and-repair iterations in the first detailed-routing pass 5, power after layout about 0.28 mW, synthesized netlist cell count approximately 470, initial antenna violation count 0, type of the most critical hold path reg2reg, DIE AREA 8880 µm², flip-flop and latch count after synthesis 32, Most Crowded Layer GR met2, Top cell by count, worst path sky130_fd_sc_hd__clkdlybuf4s50_1, Detailed Route Iter0 Violations between 100 and 150, highest attainable clock frequency 109 MHz, Area contributors post-synth sky130_fd_sc_hd__dfxtp_1 19%, sky130_fd_sc_hd__ha_1 12%, sky130_fd_sc_hd__xor2_1 6.7%, sky130_fd_sc_hd__nor2_1 6.2%, sky130_fd_sc_hd__a21oi_1 5.3%, total buffers and inverters traversed by the critical path 2, Least-Margin Pin Slew 0.493 ns, accumulated negative setup slack 0 ns, global-route wire length before repair 15100 µm, power per cell area 61.9 nW/µm², registers with the most flip-flops internal_counter: 32 flops, warning total across the stage logs 26, predominant post-synthesis flop cell sky130_fd_sc_hd__dfxtp_1, Reg-to-Reg End internal_counter[20], Register-to-Register Setup Slack 13.57 ns, standard-cell rows 33, r2r worst-path depth 6, Clock Latency Late Sink 0.28 ns
==> where the power goes <==
part | switching (mW) | internal [mW] | total [mW]
logic | 0.0554 | 0.0765 | 0.132
registers | 0.000900 | 0.0823 | 0.0832
clock network | 0.0305 | 0.0358 | 0.0663
==> through the flow <==
stage / hold WS (ns) / setup WS (ns)
after floorplan: 0.453 / 7.56
after global placement: 0.470 / 6.45
after detailed placement: 0.477 / 6.42
after CTS: 0.487 / 6.39
after global routing: 0.530 / 6.19
final: 0.491 / 6.41
==> worst reg2reg max path: stages, from the launching register on <==
cell and delay [ns]:
sky130_fd_sc_hd__dfxtp_1 0.43, sky130_fd_sc_hd__ha_1 0.25, sky130_fd_sc_hd__nand3_1 0.22, sky130_fd_sc_hd__nor2_1 0.37, sky130_fd_sc_hd__nand2_1 0.17, sky130_fd_sc_hd__or3_1 0.37
sky130_fd_sc_hd__a21oi_1 0.14
==> per-layer routing <==
metal  vias up  wire, µm
met1      1593      4660
met4         0        22
met2       105      4100
li1       1871         -
met3         4       567
met5         -         0
==> kinds of logic (layout without fill, tap and decap cells) <==
logic type	after synthesis	in the layout	synth area share
AOI/OAI and AO/OA	124	124	0.241
xor gates and xnor gates	45	45	0.116
adders and majority gates	34	34	0.127
buffers and inverters	32	122	0.0375
DFF	32	32	0.188
muxes	1	1	0.00331
and+or+nand+nor	199	199	0.287
==> worst min-delay path by stage <==
stage | start | endpoint | slack, ns | depth (start not counted)
after CTS | internal_counter[31] | internal_counter[31] | 0.49 | 2
after global routing | internal_counter[31] | internal_counter[31] | 0.53 | 2
final | internal_counter[31] | internal_counter[31] | 0.49 | 2
==> cell type report <==
type / count / area, µm² / area share
Tap cell: 105 / 131 / 0.0289
Multi-Input combinational cell: 403 / 2640 / 0.580
Timing Repair Buffer: 100 / 993 / 0.218
Clock inverter: 1 / 7.51 / 0.00165
Sequential cell: 32 / 641 / 0.141
Inverter: 14 / 52.6 / 0.0116
Clock buffer: 7 / 86.3 / 0.0190
==> cell usage in the layout, fill, tap and decap left out, types with 2 or more instances in the layout <==
master and count:
sky130_fd_sc_hd__o31ai_1 2, sky130_fd_sc_hd__a211oi_1 6, sky130_fd_sc_hd__ha_1 33, sky130_fd_sc_hd__o21bai_1 5, sky130_fd_sc_hd__nor2_1 56, sky130_fd_sc_hd__o211ai_1 3, sky130_fd_sc_hd__clkbuf_8 6, sky130_fd_sc_hd__buf_4 3
sky130_fd_sc_hd__a21o_1 20, sky130_fd_sc_hd__or3_1 9, sky130_fd_sc_hd__and2_1 4, sky130_fd_sc_hd__nor4_1 5, sky130_fd_sc_hd__o21ai_0 24, sky130_fd_sc_hd__clkdlybuf4s50_1 97, sky130_fd_sc_hd__a21boi_1 2, sky130_fd_sc_hd__xor2_1 26
sky130_fd_sc_hd__xnor2_1 19, sky130_fd_sc_hd__a21oi_2 2, sky130_fd_sc_hd__a221oi_1 2, sky130_fd_sc_hd__nand2b_1 3, sky130_fd_sc_hd__a21oi_1 36, sky130_fd_sc_hd__a31oi_1 5, sky130_fd_sc_hd__or2_2 3, sky130_fd_sc_hd__nand4_1 14
sky130_fd_sc_hd__nor3_1 7, sky130_fd_sc_hd__or2_1 2, sky130_fd_sc_hd__o21ai_1 4, sky130_fd_sc_hd__nor4b_1 2, sky130_fd_sc_hd__and4_1 5, sky130_fd_sc_hd__nand3_1 26, sky130_fd_sc_hd__inv_1 14, sky130_fd_sc_hd__nor2b_1 3
sky130_fd_sc_hd__and3_1 8, sky130_fd_sc_hd__dfxtp_1 32, sky130_fd_sc_hd__nand2_1 46, sky130_fd_sc_hd__o21a_1 2
Power figures rest on the tool's default switching activity, not on a simulated workload.
