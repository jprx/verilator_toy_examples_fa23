### design/flow/config.mk
export PLATFORM = sky130hd
export DESIGN_NAME = simple_adder
export DESIGN_NICKNAME = simple_adder
export VERILOG_FILES = /design/flow/design.v
export SDC_FILE = /design/flow/constraint.sdc
export NUM_CORES = 4
export LEC_CHECK = 1
export CORE_AREA = 10 10 94 94
export DIE_AREA = 0 0 104 104
### design/flow/constraint.sdc
current_design simple_adder

set clk_period 14.5
set clk_io_pct 0.2

create_clock -name clk0 -period $clk_period

set non_clock_inputs [all_inputs -no_clocks]
set_input_delay [expr $clk_period * $clk_io_pct] -clock clk0 $non_clock_inputs
set_output_delay [expr $clk_period * $clk_io_pct] -clock clk0 [all_outputs]
### design/flow/design.v
module simple_adder(
	input logic[31:0] a,
	input logic[31:0] b,
	output logic[31:0] s
);
	assign s = a + b;
endmodule : simple_adder
### design/flow/run.sh
#!/bin/bash
# OpenROAD 26Q1-2900-gdf79404cd8, Yosys 0.63+post, stock flow scripts
make -C /OpenROAD-flow-scripts/flow DESIGN_CONFIG=/design/flow/config.mk WORK_HOME=/design/flow/orfs finish
==> Slide: Implementation Results <==
Synthesis and Place & Route Summary

Status
  • Outcome: complete, no violations

Final layout
  • Layout cell share with drive strength beyond 1: 3.07%
  • Layout Area Growth over Synthesis: 59.5%
  • Clkbuf count: 0
  • Final instance area: 2780 sq um
  • Register area: 0 sq um
  • Most frequent cells in the layout: clkdlybuf4s50_1 (96), ha_1 (31), a21oi_1 (29)
  • Seq cells: 0
  • Non-Filler Instances: 422
  • Top cell excl fill/tap: clkdlybuf4s50_1
  • # fillers: 728

Setup path
  • CP Launch Type: input pin
  • CP max stage cell: clkdlybuf4s50_1
  • CP max stage delay: 490 ps
  • Crit path DAT: 5880 ps
  • Critical Path Fanout Max: 4
  • Cell breakdown of the critical path: clkdlybuf4s50_1 > ha_1 > fa_1 > a21o_1 > a31o_2 > nand3_1 > o221ai_1 > a311oi_1 > o21bai_1 > xor2_1 > clkdlybuf4s50_1
  • Worst setup EP type: output port
  • Critical Setup Path Class: in -> out
  • Crit path from: a[0]
  • CP most frequent cell: clkdlybuf4s50_1
  • WP data required: 11600 ps

Floorplan
  • Chip area: 10800 sq um
  • Die Wd: 104 microns
  • Floorplan Core Area: 6830 sq um
  • Ports: 96
  • Die height: 104 microns
  • Floorplan utilization: 25.5%
  • # rows: 30

Synth
  • Synth top area cells: ha_1 (22%), a21oi_1 (8.3%), a21o_1 (8.2%), xor2_1 (7.5%), xnor2_1 (6.5%)
  • Mux area share: 1.15%
  • Adder share: 23.4%
  • Yosys stat chip area: 1740 sq um
  • Distinct cell type count after synthesis: 50
  • Mapped Area: 1740 sq um
  • Register area share after synthesis: 0%
  • Synth top area share: 22.2%
  • Yosys cell count: 241
  • Syn_area_per_cell: 7.24 sq um
  • Cell type with the largest total area: ha_1
  • Xor/xnor share: 14.1%
  • Simple-Gate Fraction of Synth Area: 18.3%
  • Ys Warns: 0
  • Post-synthesis instance total: 241
  • Dominant kind of combinational cell: AND-OR/OR-AND gates
  • Compound Share, Synth: 39.3%

STA
  • Worst-Margin Slew: 537 ps
  • Rel. slew slack: 63.3%
  • Unrepaired setup endpoints after global routing: false
  • Setup_tns: 0 ps
  • Max-slew violation count: 0
  • Setup violators final: 0
  • Worst hold slack: 6840 ps
  • Final min period: 8780 ps
  • Period utilization: 60.5%
  • Hold Vio Cnt, Final: 0
  • F_max: 114 MHz

Drt
  • Met3 WL: 304 microns
  • Final WL: 5.88 mm
  • DRT Pass-1 Iters: 4
  • DRC: 0
  • Drt wl/cell: 13.9 microns
  • # diodes: 0
  • Metal1 wirelength: 2.97 mm
  • Vias: 2070
  • DR WL met2: 2.61 mm
  • Vias per inst: 4.91
  • Initial drt markers: 115
  • Top Layer Used: met3
  • DRT antenna net count: 0

Clock tree
  • Hold buffers post-CTS: 0
  • Postcts setup bufs: 0
  • CTS-repair resized insts: 0

Job
  • MaxCap Viol Count: 0
  • OpenROAD warnings: 32

Placed design
  • GPL Wtd Cong: 0.819
  • Placed insts: 422
  • Cell Area, Placed: 2780 sq um
  • Port bufs: 96
  • DPL Wire Length: 5.18 mm

GRT
  • First-pass GRT wire length: 9.70 mm
  • Initial antenna violation count: 0
  • Total Routing Usage GR: 10.2%
  • Total global routing overflow: 0
  • Vias in the first global route: 2044
  • Largest net degree at the start of global routing: 11

Power
  • Power Density: 48.0 nW/um^2
  • Tot Pwr: 0.000133 W
  • Leak: 1.18 nW
  • Peak VDD IR: 22.5 uV

Worst hold path
  • Hold Path Depth: 3
  • Hold Path Class: in -> out
  • Hold wc startpoint: b[0]
  • End of the worst hold path: s[0]
[power by group]
group          internal (W)  switching (W)
combinational     0.0000803      0.0000532
sequential                0              0
clock                     0              0
total             0.0000803      0.0000532
[how the worst max path moves through the flow]
stage | endpoint | slack (ps)
5_1_grt | s[26] | 5520
6_report | s[26] | 5720
4_1_cts | s[26] | 5710
[critical path: cells and delay by family]
kind,cells,cell delay [ps]
AOI/OAI and AO/OA,5,1170
buffers and inverters,2,890
adders and majority gates,2,640
xor gates and xnor gates,1,160
and+or+nand+nor,1,90
[cell type report]
type,instances,area [sq um],area share (%)
multi-input combinational,224,1680,60.3
timing repair buffer,96,961,34.5
tap,96,120,4.32
inverter,6,22.5,0.810
[kinds of logic (layout without fill, tap and decap cells)]
group,after synthesis,count (layout)
buffers and inverters,17,102
xor gates and xnor gates,28,28
adders and majority gates,32,32
and+or+nand+nor,65,65
AOI/OAI and AO/OA,97,97
muxes,2,2
[cell usage after synthesis (3+ instances only)]
cell type  number
a211oi_1        3
a21o_1         19
inv_1           6
ha_1           31
nand2_1        18
a21oi_1        29
nor2_1         12
or2_2           3
o211ai_1        3
nand4_1         8
xnor2_1        13
nor3_1          4
clkbuf_1        8
xor2_1         15
o21ai_0        13
a31oi_1         3
o21bai_1        4
nand3_1        10
[stage by stage]
stage	worst slack [ps]	utilization, %
finish	5720	40.7
global route	5520	40.7
detailed placement	5720	40.7
floorplan	6870	-
CTS	5710	40.7
global placement	5780	40.7
[layer usage]
| metal | vias to the layer above | global-route usage (%) |
|---|---|---|
| met5 | - | 0 |
| met4 | 0 | 0 |
| met3 | 0 | 1.94 |
| met2 | 54 | 16.6 |
| met1 | 929 | 14.4 |
| li1 | 1087 | - |
No activity file was given, so power comes from the tool's default toggle rates.
